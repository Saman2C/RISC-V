===== flow/design.v =====
module pc(clk, rst, PCNext, PC);
	input clk, rst;
	input [31:0] PCNext;
	output reg [31:0] PC;
	always @(posedge clk, posedge rst) begin
		if (rst)
			PC <= 32'b0;
		else
			PC <= PCNext;
	end
endmodule

===== flow/run.sh =====
#!/bin/bash
# OpenROAD 26Q1-2900-gdf79404cd8, Yosys 0.63+post, stock flow scripts
make -C /OpenROAD-flow-scripts/flow DESIGN_CONFIG=/design/flow/config.mk WORK_HOME=/design/flow/orfs finish

===== flow/config.mk =====
export PLATFORM = sky130hd
export DESIGN_NAME = pc
export DESIGN_NICKNAME = pc
export VERILOG_FILES = /design/flow/design.v
export SDC_FILE = /design/flow/constraint.sdc
export NUM_CORES = 4
export LEC_CHECK = 1
export CORE_AREA = 10 10 106 106
export DIE_AREA = 0 0 116 116

===== flow/constraint.sdc =====
current_design pc

set clk_period 1.0
set clk_io_pct 0.2

create_clock -name clk0 -period $clk_period [get_ports {clk}]

set non_clock_inputs [all_inputs -no_clocks]
set_input_delay [expr $clk_period * $clk_io_pct] -clock clk0 $non_clock_inputs
set_output_delay [expr $clk_period * $clk_io_pct] -clock clk0 [all_outputs]

==> impl_metrics.csv <==
group,metric,value,unit
routing,drt-pass1-iter-count,2,
yosys,yosys_area,805,µm²
yosys,most_common_cell,"dfrtp_1",
worst_setup_path,cp_max_fo,1,
worst_setup_path,arrival,0.76,ns
grt,grt_pass1_vias,647,
yosys,synth-edff-count,0,
power,switchingPower,0.488,mW
power,comb_power_share,8.6,%
placed_design,dpl.cell_count,207,
worst_setup_path,path_class,"flop to output pin",
final_layout,largest_reg_flops,32,
clocking,cts_tree,"done",
clocking,cts_setup_buffers,0,
yosys,synth_seq_share,99.5,%
timing,timing.fmax,1.04,GHz
grt,antenna_found_initial,0,
power,ir_worst_vdd,0.417,mV
routing,wl,2.60,mm
die,rows,34,
final_layout,final_area,1540,µm²
min_path,hold_path.class,"input pin to asynchronous set/reset pin",
worst_setup_path,cpLargestDelayFamily,"flip-flops",
routing,drc,0,
worst_setup_path,crit_slowest_cell,"dfrtp_1",
routing,ant_nets,0,
die,fp_util,9.09,%
grt,grt_max_degree,33,
final_layout,comb_cells,0,
timing,drv_slew,0,
grt,grt_overflow,0,
timing,hold_violations,0,
clocking,clock_path_buffers,2,
routing,drtIter0Drc,8,
grt,grt_pass1_wl,3.75,mm
timing,period_used_share,95.8,%
yosys,ys_cells,33,
routing,n_antenna_cell,0,
final_layout,nFillCells,990,
die,fp.dieH,116,µm
final_layout,drive_gt1_share,36.4,%
timing,tns,0,ns
yosys,top_cell_area_share,99.5,%
worst_setup_path,start_kind,"flop",
outcome,status,"finished, final reports clean",
worst_setup_path,cp-end-kind,"output pin",
grt,grtUsageTotal,3.64,%
yosys,synth.largest_area_cell,"dfrtp_1",
final_layout,layout.area.comb,0,µm²
placed_design,portBuffers,65,
clocking,cts_root_buf,"clkbuf_8",
power,seqPwrFrac,53.5,%
job,warnings,26,
clocking,clock-sinks,32,
worst_setup_path,path_buffers,1,
clocking,hold_buffers,0,
worst_setup_path,max_stage_delay,0.37,ns
timing,rsz0062_at_grt,"yes",
power,p_leak,0.688,nW
yosys,avgSynthCellArea,24.4,µm²
die,core-area,8850,µm²
yosys,synth.distinct_cells,2,
power,finalPower,2.57,mW
timing,worst_pin_slew,0.172,ns
power,cellPowerDensity,1670,nW/µm²
yosys,syn-instance-count,33,
placed_design,dpl_cell_area,1610,µm²
clocking,htreeDepth,2,
final_layout,reg_top3,"PC (32)",
job,cap_violations,0,
die,die_width,116,µm
worst_setup_path,cp_data_required_time,0.80,ns
yosys,syn_area,805,µm²
power,internal_power,2.08,mW
die,die-area,13500,µm²
routing,via_per_inst,2.57,
yosys,ys.flops,32,
timing,slew_headroom,88.6,%
routing,num_vias,552,
final_layout,area_growth,91.4,%
yosys,async_flop_share,100,%
worst_setup_path,path_cells,"buf_2",
placed_design,routabilityCongestion,0.648,
yosys,ys.flop_type,"dfrtp_1",
final_layout,largest-register,"PC",
timing,setup_viol,0,
yosys,yosysWarnings,1,
final_layout,fin_cells,215,
clocking,numCtsBuffers,5,
yosys,common_cells,"dfrtp_1 (32), inv_1 (1)",
routing,wl_per_cell,12.1,µm
yosys,ys_top_cells_by_area,"dfrtp_1 (100%), inv_1 (0.47%)",
power,swShare,19.0,%
timing,period_needed,0.958,ns
power,p_clk_share,37.9,%
clocking,path_clk_slew,0.06,ns
die,io_pins,66,
==> worst paths after layout <==
check | startpoint | slack, ns | cells past startpoint | to
min in group clk0 | PCNext[19] | 0.36 | 1 | PC[19]
max | PC[19] | 0.04 | 1 | PC[19]
max in group asynchronous | rst | 0.57 | 3 | PC[21]
min | rst | 0.27 | 3 | PC[5]
==> cell type report <==
class / instances / area, µm² / share of cell area (%)
clock buffers: 8 / 90.1 / 5.85
inverters: 1 / 3.75 / 0.244
flip-flops and latches: 32 / 801 / 52.0
well taps: 108 / 135 / 8.77
repair buffers: 66 / 510 / 33.1
==> layout by cell type, fill, tap and decap left out, drive strengths merged <==
cell type / n
clkdlybuf4s50: 33
buf: 33
dfrtp: 32
clkbuf: 8
inv: 1
==> per-stage QoR <==
step / setup WS, ns / hold WS [ns] / utilization (%)
2_1_floorplan: 0.109 / 0.231 / -
3_3_place_gp: -0.0222 / 0.557 / 18.2
3_5_place_dp: -0.0237 / 0.560 / 18.2
4_1_cts: 0.00924 / 0.256 / 17.4
5_1_grt: -0.00427 / 0.288 / 17.4
6_report: 0.0416 / 0.265 / 17.4
==> cell families after synthesis <==
family                 count (synthesis)  share of synthesized area [%]
buffers and inverters                  1                          0.466
flip-flops                            32                           99.5
==> per-layer routing <==
| metal | wire, µm | vias up | GRT usage, % |
|---|---|---|---|
| li1 | - | 243 | - |
| met1 | 1040 | 259 | 4.30 |
| met2 | 1060 | 50 | 4.97 |
| met3 | 499 | 0 | 3.40 |
| met4 | 0 | 0 | 0.250 |
| met5 | 0 | - | 0 |
==> power groups by stage <==
| stage | Sequential (mW) | Clock, mW | Combinational (mW) |
|---|---|---|---|
| 4_1_cts | 1.38 | 1.04 | 0.230 |
| 5_1_grt | 1.38 | 1.10 | 0.246 |
| 6_report | 1.37 | 0.974 | 0.221 |
==> timing repair <==
action                                  4_1_cts  5_1_grt
pin swaps                                     0        0
resized                                     100        0
endpoints found under the setup margin       32        3
Power is estimated from default activity; no workload was simulated.
