File: ./design.v
module alu(SrcA, SrcB, ALUCtrl, zero, ALUResult);
	input signed [31:0] SrcA, SrcB;
	input [2:0] ALUCtrl;
	output zero;
	output reg [31:0] ALUResult;
	always @(SrcA, SrcB, ALUCtrl) begin
		case (ALUCtrl)
			3'b000: ALUResult = SrcA + SrcB;
			3'b001: ALUResult = SrcA - SrcB;
			3'b010: ALUResult = SrcA & SrcB;
			3'b011 : ALUResult = SrcA | SrcB;
			3'b100: ALUResult = SrcA ^ SrcB;
			3'b101: ALUResult = (SrcA < SrcB) ? 32'b1 : 32'b0;
			default: ALUResult = 32'bz;
		endcase
	end
	assign zero = (ALUResult === 32'b0) ? 1'b1 : 1'b0;
endmodule
File: ./run.sh
#!/bin/bash
# OpenROAD 26Q1-2900-gdf79404cd8, Yosys 0.63+post, stock flow scripts
make -C /OpenROAD-flow-scripts/flow DESIGN_CONFIG=/design/flow/config.mk WORK_HOME=/design/flow/orfs finish
File: ./config.mk
export PLATFORM = sky130hd
export DESIGN_NAME = alu
export DESIGN_NICKNAME = alu
export VERILOG_FILES = /design/flow/design.v
export SDC_FILE = /design/flow/constraint.sdc
export NUM_CORES = 4
export LEC_CHECK = 1
export CORE_UTILIZATION = 30
File: ./constraint.sdc
current_design alu

set clk_period 21.9
set clk_io_pct 0.2

create_clock -name clk0 -period $clk_period

set non_clock_inputs [all_inputs -no_clocks]
set_input_delay [expr $clk_period * $clk_io_pct] -clock clk0 $non_clock_inputs
set_output_delay [expr $clk_period * $clk_io_pct] -clock clk0 [all_outputs]
==> Changelog: implementation <==
### Changed

- Initial antenna violation count: 0
- Final period util: 65.26%
- DP Wirelength: 16850 um
- Gates resized, CTS repair: 0
- Total GRT Usage: 21.95%
- YS chip area: 5799 um2
- Hold-fix buffers at CTS: 0
- Area grow syn2layout: 18.79%
- Critical path fanouts, max: 35
- Cells after Synth: 894
- Unique cell types: 84
- CP Capture Point: zero
- Post-DR wirelength/cell: 17.84 um
- Setup CP Type: input port to output port
- RSZ-0062 raised after global routing: no
- Synth mux share: 1.661%
- FP Rows: 50
- Yosys warns: 2
- Hold_ws: 9828 ps
- Maximum VDD drop: 0.01408 mV
- Critical path origin: ALUCtrl[0]
- Clk_buf instances: 0
- # Cells Yosys: 894
- Vias per std cell: 5.691
- Worst Setup Start Kind: input port
- FILL cells: 2063
- Fa+ha+maj area frac: 21.40%
- Clk pwr share: 0%
- Yosys aoi share: 41.14%
- I/O Buffers: 100
- Ant diodes: 0
- Setup_tns: 0 ps
- Synth area leader: ha_1
- DRC: 0
- Area of the core: 18830 um2
- Max Cap Viol: 0
- Flops: 0
- Final WS setup: 7609 ps
- Chip Height: 141.0 um
- Detailed-route via count: 6858
- Mapped cell area: 5799 um2
- P_int: 83.83 uW
- Critical path arrival: 9910 ps
- Sequential fraction of design power: 0%
- Pre-CTS setup slack: 7669 ps
- Post-route ant nets: 0
- First-pass GRT wire length: 34680 um
- Avg Inst Size Synth: 6.487 um2
- Top area cell types: ha_1 (21%), a21oi_1 (8.7%), inv_1 (6.9%), nor2_1 (4.7%), nand2_1 (3.8%)
- Total grt overflow: 0
- Slew Viols, Final: 0
- Switching power: 111.3 uW
- Outcome: finished, final reports clean
- Comb power frac: 100.0%
- Tightest Pin Transition: 834.5 ps
- Ports: 100
- Count of tool warnings: 96
- Register area: 0 um2
- Comb area leader: AND-OR/OR-AND gates
- Die area: 19890 um2
- Routability Congestion: 0.9878
- Slew HR: 43.89%
- Fin. Hold Viols: 0
- Max-area cell share: 20.71%
- Largest net degree at the start of global routing: 42
- Initial DRC count: 700
- Post-synthesis sequential area ratio: 0%
- Yosys simple share: 23.19%
- Most common library cells after synthesis: inv_1 (106), a21oi_1 (101), ha_1 (96)
- DRT Pass-1 Iters: 5
- Comb. cell area: 5095 um2
- Lkg Pwr: 0.002988 uW
- HP Class: input port to output port
- Post-CTS Setup Bufs: 0
- Post-Synth XOR/XNOR Area: 0.4531%
- Detailed Route WL: 21500 um
- Tot Pwr: 195.2 uW
- Fin crit period: 14290 ps
- CP required: 17520 ps
- PD cells: 28.33 nW/um2
- Sw Share: 57.05%
- F_max: 69.97 MHz
- Share of layout cells above drive strength 1: 3.810%
- Initial core utilization: 30.80%
- Die width: 141.0 um
- Final setup violation count: 0
- Crit. End Element: output port
- Synth top cell by count: inv_1
- Vias in the first global route: 6382
-- critical path, cell delays in order --
cell and delay (ps):
buf_2 550, buf_4 500, or3_1 200, nand2_1 370, a31oi_1 300, o2bb2ai_1 90
or4_1 550, or4_1 410, or4b_1 480, or4_1 500, nor4_1 270, or4b_1 560
nor4_2 250, clkdlybuf4s50_1 490
-- placed cells by master (no fill, tap or decap), drive strengths merged, types with 8 or more instances in the layout --
cell type | Yosys | final
a211o | 8 | 8
a211oi | 12 | 12
a21o | 12 | 12
a21oi | 101 | 101
a221oi | 11 | 11
a31oi | 18 | 18
and2 | 11 | 11
buf | 17 | 10
clkdlybuf4s50 | 0 | 99
ha | 96 | 96
inv | 107 | 107
nand2 | 58 | 58
nand2b | 12 | 12
nand3 | 23 | 23
nor2 | 73 | 73
nor2b | 13 | 13
nor3 | 21 | 21
nor4 | 16 | 16
o211ai | 23 | 23
o21ai | 42 | 42
o21bai | 9 | 9
o221ai | 10 | 10
o22ai | 14 | 14
o31ai | 13 | 13
or4 | 9 | 9
-- per-layer routing --
layer / routed length (um) / up-vias / track usage [%]
li1: - / 3417 / -
met1: 10100 / 3115 / 32.35
met2: 9305 / 292 / 34.51
met3: 1549 / 34 / 1.903
met4: 547 / 0 / 5.149
met5: 0 / - / 0
-- worst min-delay path by stage --
stage	start	end	slack (ps)	cells after the start
CTS	ALUCtrl[0]	ALUResult[2]	9820	4
global route	ALUCtrl[0]	ALUResult[2]	9940	4
finish	ALUCtrl[0]	ALUResult[2]	9830	4
-- power by group through the flow --
stage | logic [uW] | registers (uW) | clock network (uW)
6_report | 195 | 0 | 0
4_1_cts | 193 | 0 | 0
5_1_grt | 214 | 0 | 0
-- logic make-up (layout without fill, tap and decap cells) --
logic type / count (synthesis) / count (layout)
adders and majority gates: 98 / 98
xor gates and xnor gates: 3 / 3
and+or+nand+nor: 268 / 268
AOI/OAI and AO/OA: 350 / 350
buffers and inverters: 166 / 217
muxes: 9 / 9
-- per-stage QoR --
stage | instances | util, % | area (um2)
finish | 1205 | 36.58 | 6889
global placement | 1205 | 36.58 | 6889
detailed placement | 1205 | 36.58 | 6889
global route | 1205 | 36.58 | 6889
CTS | 1205 | 36.58 | 6889
floorplan | 894 | - | 5799
-- area by class of cell --
type                            count  share of cell area, %
Timing Repair Buffer              109                  15.44
Tap cell                          260                  4.722
Inverter                          108                  5.884
Multi-Input combinational cell    728                  73.96
Power and IR drop assume default switching activity.
